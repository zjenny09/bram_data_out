### ./config.mk
export PLATFORM = sky130hd
export DESIGN_NAME = main_controller
export DESIGN_NICKNAME = main_controller
export VERILOG_FILES = /design/flow/design.v
export SDC_FILE = /design/flow/constraint.sdc
export NUM_CORES = 4
export LEC_CHECK = 1
export CORE_AREA = 10 10 99 99
export DIE_AREA = 0 0 109 109
### ./constraint.sdc
current_design main_controller

set clk_period 3.4
set clk_io_pct 0.2

create_clock -name clk0 -period $clk_period [get_ports {clock}]

set non_clock_inputs [all_inputs -no_clocks]
set_input_delay [expr $clk_period * $clk_io_pct] -clock clk0 $non_clock_inputs
set_output_delay [expr $clk_period * $clk_io_pct] -clock clk0 [all_outputs]
### ./design.v
`timescale 1ns / 1ps
module main_controller(
	clock,
	reset,
	LED,
	SW1,
	uart_tx_sig,
	uart_idle,
	uart_tx_data,
	uart_rx_ready,
	uart_rx_data,
	r2t_delay,
	rom_en,
	tp
    );
	input			clock;
	input			reset;
	output	[3:0]	LED;
	input			SW1;
	output			uart_tx_sig;
	input			uart_idle;
	output	[7:0]	uart_tx_data;
	input			uart_rx_ready;
	input	[7:0]	uart_rx_data;
	output			r2t_delay;
	output          rom_en;
	output	[7:0]	tp;
	wire	[3:0]	LED;
	reg			    uart_tx_sig;
	reg    	[7:0]	uart_tx_data;
	wire	[7:0]	uart_rx_data;
	wire		    r2t_delay;
    reg           rom_en;	
	wire	[7:0]	tp;
	reg	[3:0]	state;
	reg	[7:0]	command;
	reg	[7:0]	command_cp;
	reg			command_cycle;
	parameter	ST_IDLE			= 4'd0;
	parameter	ST_CMD_PARSE	= 4'd1;
	parameter	ST_HANDSHAKE	= 4'd3;
	parameter	ST_MC8051_CMD	= 4'd5;
	assign	r2t_delay = SW1;
	assign	LED = state;
	always@(posedge clock)
	begin
		if(!reset)
		begin
			state <= ST_IDLE;
			command <= 8'h00;
			command_cycle <= 1'b0;
			command_cp <= 8'h00;
			rom_en <= 1'b0;
			uart_tx_data <= 8'd0;
			uart_tx_sig <= 1'b0;			
		end 
		else
		begin
			case(state)
				ST_IDLE:
				begin
					uart_tx_sig <= 1'b0;
					if(uart_rx_ready)
					begin
						if(command_cycle == 1'b1)
						begin
							command_cycle <= 1'b0;
							command_cp <= uart_rx_data;
							state <= ST_CMD_PARSE;
						end
						else
						begin
							command_cycle <= 1'b1;
							command <= uart_rx_data;
							state <= ST_IDLE;
						end
					end
				end 
				ST_CMD_PARSE:
				begin
					if(command == command_cp)
					begin
						case(command)
							8'hF0:
							begin
								uart_tx_data <= 8'hF0;
								state <= ST_HANDSHAKE;
							end
							8'hFA:
                           begin
                               rom_en <= 1'b1;
                               uart_tx_data <= 8'hFA;
                               state <= ST_HANDSHAKE;
                            end
                            8'hFB:
                            begin
                               rom_en <= 1'b0;
                               uart_tx_data <= 8'hFB;
                               state <= ST_HANDSHAKE;
                            end
							default:
							begin
								uart_tx_data <= 8'hEF;
								state <= ST_HANDSHAKE;
							end
						endcase
					end 
					else
					begin
						uart_tx_data <= 8'hEE;
						state <= ST_HANDSHAKE;
					end
				end 
				ST_HANDSHAKE:
				begin
					if(uart_idle)
					begin
						uart_tx_sig <= 1'b1;
						state <= ST_IDLE;
					end
					else ;
				end 
			endcase
		end 
	end 
endmodule
### ./run.sh
#!/bin/bash
# OpenROAD 26Q1-2900-gdf79404cd8, Yosys 0.63+post, stock flow scripts
make -C /OpenROAD-flow-scripts/flow DESIGN_CONFIG=/design/flow/config.mk WORK_HOME=/design/flow/orfs finish
==> run summary <==
impl run done, here's what came out: share of layout cells above drive strength 1 4.22%, static leakage power 0.515 nW, Setup violations, final 0, n_diodes 0, Area Growth Syn to Fin 25.7%, 1st-pass router iterations 4, Synth area leaders dfxtp_1, nand2_1, a21oi_1, Final Routed Wirelength 2.77 mm, CORE AREA 7730 um^2, RSZ-0062 raised after global routing no, EDFF count, synth 0, Num CTS Buffers 3, Yosys cell types 30, slowest CP cell clkdlybuf4s50_1, Final TNS setup 0 ps, Slew @ Worst Pin 741 ps, PD cells 424 nW/um^2, Hold Crit Class flip-flop to flip-flop, WL met3 220 um, vias in the first global route 941, clock latency (worst-skew pair) 270 ps, routed vias/inst 3.59, ao+oa area frac 11.5%, M1 WL 1.19 mm, routability cong. 0.797, yosys synthesis warning count 9, Yosys Chip Area 1210 um^2, mux share 0.828%, clock slew seen by the registers of the worst setup and hold paths 90 ps, xor/xnor share 6.52%, DR top layer met4, CTS root buffer clkbuf_8, Critical Path End Type flip-flop, Max-Slew Margin vs Limit 50.5%, Syn Area/Cell 8.06 um^2, CP arrival 2130 ps, Via Count 962, die width 109 um, Tcrit/Tclk final 58.9%, WP data required 3520 ps, OpenROAD warning count 25, number of port buffers 23, Critical Path Fanout Max 9, grt ovf 0, fp_density 15.6%, first-pass GRT wire length 4.64 mm, # DRC 0, CTS tree done, f_max 0.500 GHz, sequential area share after synthesis 43.1%, Logic family by area simple AND/OR/NAND/NOR gates, Fin. Hold Viols 0, Setup crit start kind primary input, post-CTS setup buffers 0, Detail Placement HPWL 2.15 mm, main flop type dfxtp_1, Post-Layout Inst Area 1520 um^2, I/O pins 36, WL/cell 10.3 um, Pwr Total 644 uW, Hold Slack 462 ps, Die ar. 11900 um^2, Registers, synthesis 26, GRT Util Overall 4.73%, largest net degree at the start of global routing 24, CTS HTree Levels 1, end-of-flow core utilization 19.7%, top cells by count, synth nand2_1, dfxtp_1, a21oi_1, buf_4, xnor2_1, asr flop ratio synth 0%, clock sink count 26, max cap viols 0, post-CTS resize count 0, Area leader share 43.1%, Filler cells 851, # Cells Yosys 150, Synth area leader dfxtp_1, worst-case clock buffer depth 2, Post-Syn Area 1210 um^2, fin. max-slew vios 0, antenna violations before repair 0, placed cell area 1460 um^2, FP Rows 32, antenna-violating nets left 0, hold_buf cts 0, worst-path cell chain clkdlybuf4s50_1 > or3b_1 > or2_0 > nand2_1 > a21oi_1, critical path class primary input to flip-flop, Mapped Cells 150, most numerous cell in the Yosys netlist nand2_1, met2 wire len 1.33 mm, and+or+nand+nor area frac 25.9%, Final Critical Period 2000 ps, Synth Area in Adders 0%, starting DRC count in detailed routing 85, highest cell delay on the worst timing path 480 ps, Die Y 109 um, IR drop worst, VDD 0.000151 V, Layout Skew 2.24 ps, status completed
state kept, by name (all words and copies together) (netlist names):
signal,count
uart_tx_sig,1
state,2
uart_tx_data,5
rom_en,1
command,8
command_cycle,1
command_cp,8
power breakdown:
part / switching, mW / total (mW) / internal [mW]
clock: 0.0947 / 0.198 / 0.103
combinational: 0.0514 / 0.104 / 0.0523
sequential: 0.0191 / 0.342 / 0.323
layout by cell type, fill, tap and decap left out, types with 2 or more instances in the layout:
cell              n
dfxtp_1          26
clkbuf_8          4
and3_1            2
nor4_1            3
o21ai_0           2
conb_1           10
xnor2_1           8
nor2_1            6
nand2_1          39
nand3_1           2
a21oi_1          21
clkdlybuf4s50_1  23
nor3_1            3
nand2b_1          2
inv_1             2
layout make-up:
class	count	area, um^2	area share, %
inverters	2	7.51	0.494
multi-input cells	111	578	38.1
well taps	102	128	8.40
flip-flops and latches	26	520	34.3
clock buffers	4	55.1	3.62
repair buffers	23	230	15.2
final timing paths:
check	start	end	slack (ps)	cells after the start
hold / removal	rom_en	rom_en	460	2
setup / recovery	uart_rx_ready	command[2]	1400	5
setup reg to reg	command[3]	uart_tx_data[0]	1870	4
hold reg to reg	rom_en	rom_en	460	2
through the flow:
stage	std cells	setup WS, ps
floorplan	159	1710
global placement	264	1130
detailed placement	264	1100
CTS	268	1400
global route	268	1310
finish	268	1400
cells by family (layout without fill, tap and decap cells):
logic type      Yosys count  after routing
buf+inv                  22             29
compound gates           26             26
other cells               1             10
mux                       1              1
simple gates             65             65
xor+xnor                  9              9
flops                    26             26
layer usage:
layer  GRT usage (%)  vias up
met5               0        -
met4           0.565        0
met3            1.67        2
met2            7.80       26
met1            6.00      431
li1                -      503
worst max-delay path: cells and delay by family:
family	cells	cell delay (ps)
AND/OR/NAND/NOR	3	890
buffers and inverters	1	480
AND-OR/OR-AND	1	70
Power and IR drop assume default switching activity.
