==> flow/design.v <==
`timescale 1ns/1ps
module rs485_baud_gen
(
  clk,
  reset,
  bclk,
  br_load_val
);
  input           clk;
  input           reset;
  output          bclk;    
  input [7:0]  br_load_val;
  reg             bclk_reg;
  reg      [7:0]  cnt;
 assign bclk = (br_load_val == 0) ? clk : bclk_reg;
  always @(negedge reset or posedge clk)
  begin
      if(!reset)
      begin
          cnt <= 8'd0;
          bclk_reg <= 1'b0;
      end
      else
	  begin
		  if(cnt == br_load_val) 
		  begin
              cnt <= 8'd0;
              bclk_reg <= 1'b1;
          end
          else 
		  begin
              cnt <= cnt + 8'd1;
              bclk_reg <= 1'b0;
          end
      end
  end
endmodule
`timescale 1ns/1ps
module rs485_rx
(
  bclk, 
  reset, 
  rxd, 
  rx_ready, 
  rx_dout
);
  input         bclk;
  input         reset;
  input         rxd;
  output  reg   rx_ready;
  output [7:0]  rx_dout;
  reg    [1:0]  state;
  reg    [3:0]  cnt;
  reg    [3:0]  num;
  reg    [3:0]  dcnt;
  reg    [7:0]  rx_doutmp;  
  reg           rxd_reg;
  reg           rxd_reg2;
  reg           rxd_reg3;
  wire          rxd_fall;
  parameter [3:0] Lframe   = 8;
  parameter [1:0] s_idle   = 2'b00;
  parameter [1:0] s_sample = 2'b01;
  parameter [1:0] s_stop   = 2'b10;
  always @ (negedge reset or posedge bclk)
  begin
      if(!reset)
	  begin
	      rxd_reg <= 1'b1;
		  rxd_reg2 <= 1'b1;
		  rxd_reg3 <= 1'b1;
	  end
	  else
	  begin
	      rxd_reg <= rxd;
          rxd_reg2<= rxd_reg;
	      rxd_reg3<= rxd_reg2;
	  end
  end
  assign rxd_fall = rxd_reg3 & !rxd_reg2; 
  assign rx_dout = rx_doutmp;
  always @ (negedge reset or posedge bclk ) 
  begin
      if (!reset) 
      begin
          state   <= s_idle;
          cnt     <= 4'b0;
          dcnt    <= 4'b0;
          num     <= 4'b0;
          rx_doutmp <= 8'b0;
          rx_ready <= 1'b1;
      end
      else 
      begin
          case(state)
          s_idle: 
          begin
              dcnt    <= 0;
              rx_ready <= 1;
              if(rxd_fall)
			  begin
				  cnt <= 0;
				  num <= 0;
		      end
              else if(cnt == 4'b1111) 
              begin
                  cnt <= 0;
                  if(num > 7) 
                  begin
                      state <= s_sample;
                      num <= 0;
                  end
                  else
                  begin
                    state <= s_idle;
                    num <= 0;
                  end
              end
              else 
              begin
                  cnt <= cnt + 1;
                  if(rxd_reg3 == 1'b0) 
                  begin
                      num <= num + 1;
                  end
                  else 
                  begin
                      num <= num;
                  end
              end
          end
          s_sample: 
          begin
              rx_ready <= 1'b0;
              if(dcnt == Lframe) 
              begin
                  state <= s_stop;
              end
              else 
              begin
                  state <= s_sample;
                  if(cnt == 4'b1111) 
                  begin
                      dcnt <= dcnt + 1;
                      cnt  <= 0;
                      if(num >= 3) 
                      begin
                          num <= 0;
                          rx_doutmp[dcnt] <= 1;
                      end
                      else 
                      begin
                          rx_doutmp[dcnt] <= 0;
                          num <= 0;
                      end
                  end
                  else 
                  begin
                      cnt <= cnt + 1;
					  if((cnt == 5) || (cnt == 6) || (cnt == 7) || (cnt == 8) || (cnt == 9))
					  begin
						  if(rxd_reg3 == 1'b1) 
                          begin
                              num <= num + 1;
                          end
                          else 
                          begin
                              num <= num;
                          end
					  end
                  end
              end
          end
          s_stop: 
          begin
              rx_ready <= 1'b1;
              if(cnt == 4'b1000) 
              begin
                  cnt <= 0;
				  rx_doutmp <= 0;
                  state <= s_idle;
              end
              else 
              begin
                  cnt <= cnt + 1;
              end
          end
          endcase
      end
  end
endmodule
`timescale 1ns/1ps
module rs485_top
(
  clock, 
  reset, 
  txd, 
  rxd,
  tx_cmd,
  tx_ready,
  tx_data,
  r2tdelay_en,
  rx_ready,
  rx_data,
  i_pin_br_val_set,
	tp
  );
  input           clock;
  input           reset;
  input           rxd;
  output          txd;
  input           tx_cmd;
  output   reg    tx_ready;
  input   [7:0]   tx_data;
  output          rx_ready;
  input           r2tdelay_en;     
  output  [7:0]   rx_data;
  input   [1:0]   i_pin_br_val_set;  
  output	[7:0]	tp;
  parameter  r2tdelay = 320;     
  wire            bclk;
  reg     [7:0]   tx_data_bc;
  reg             tx_cmd_bc;
  wire            tx_start;
  wire            tx_ready_bc;
  reg     [2:0]   tx_step;
  reg     [8:0]   tx_cmd_cnt;
  wire            rx_ready_bc;
  wire    [7:0]   rx_data_bc; 
  reg     [2:0]   rx_ready_bc_reg;
  wire            rx_ready_bc_posedge;
  reg [1:0] pin_br_val_set1, pin_br_val_set2;
  reg [7:0] br_load_init_val;
  wire [7:0] br_load_val;
  wire [7:0] tp;
  rs485_baud_gen inst_rs485_baud_gen(
     .clk(clock),
     .reset(reset),
     .bclk(bclk),
	  .br_load_val(br_load_init_val)
     );
  rs485_tx inst_rs485_tx(
      .bclk(bclk),
      .reset(reset),
      .tx_din(tx_data_bc),
      .tx_cmd(tx_cmd_bc),
		.tx_start(tx_start),
      .tx_ready(tx_ready_bc),
      .txd(txd)
    );
  rs485_rx inst_rs485_rx(
      .bclk(bclk),
      .reset(reset),
      .rxd(rxd),
      .rx_ready(rx_ready_bc),
      .rx_dout(rx_data_bc)
     );
  always @ (negedge reset or posedge clock)
  begin
      if(!reset)
	      rx_ready_bc_reg <= 3'b111;
	  else
	      rx_ready_bc_reg <= {rx_ready_bc_reg[1:0],rx_ready_bc}; 
  end
  assign rx_ready_bc_posedge = !rx_ready_bc_reg[2] & rx_ready_bc_reg[1];
  assign rx_ready = rx_ready_bc_posedge;
  assign rx_data = rx_data_bc;
    always @ (negedge reset or posedge clock)
    begin
      if(!reset)
      begin
          tx_ready <= 1'b1;
          tx_cmd_bc <= 1'b0;
          tx_data_bc <= 8'd0;
          tx_step  <= 3'd0;
          tx_cmd_cnt <= 9'd0;
      end
      else
      begin
		  case(tx_step)
	      3'd0:
		  begin
			  tx_ready <= 1'b1;
		      tx_cmd_cnt <= 9'd0;
			  tx_cmd_bc <= 1'b0;
			  if(tx_cmd)
              begin
				  if(r2tdelay_en)
				  begin
				      tx_step <= 3'd1;
					  tx_data_bc <= tx_data;
                      tx_ready <= 1'b0; 
				  end
				  else
				  begin
					  tx_step <= 3'd2;
					  tx_data_bc <= tx_data;
                      tx_ready <= 1'b0; 
				  end                
              end
		  end
		  3'd1:
		  begin
			  if(tx_cmd_cnt == r2tdelay)
			  begin
				  tx_cmd_cnt <= 9'd0;
				  tx_cmd_bc <= 1'b1;
				  tx_step <= 3'd3;
			  end
			  else
			  begin
				  tx_cmd_cnt <= tx_cmd_cnt + 1;
			  end
		  end
		  3'd2:
		  begin
			  tx_cmd_bc <= 1'b1;
			  tx_step <= 3'd3;
		  end
		  3'd3:
		  begin
			  if(tx_start == 1'b1)
			  begin
				  tx_cmd_bc <= 1'b0;
				  tx_step <= 3'd4;
			  end  
		  end
		  3'd4:
		  begin
			  if(tx_ready_bc == 1'b1)
			  begin
				  tx_ready <= 1'b1;
				  tx_step <= 3'd0;
			  end  
		  end
		  default:
		  begin
			  tx_cmd_bc <= 1'b0;
			  tx_step <= 3'd0;
		  end
		  endcase
		end
    end  
  always @ (negedge reset or posedge clock)
  begin
    if(!reset)
	begin
		pin_br_val_set1 <= 2'b0; pin_br_val_set2 <= 2'b0;
		br_load_init_val <= 8'b0;
    end
	else
	begin
		pin_br_val_set2 <= pin_br_val_set1; pin_br_val_set1 <= i_pin_br_val_set;
		if(pin_br_val_set2 == 2'b00) br_load_init_val <= 8'h00;   
		else if(pin_br_val_set2 == 2'b01) br_load_init_val <= 8'h01;  
		else if(pin_br_val_set2 == 2'b10) br_load_init_val <= 8'h19;     
		else if(pin_br_val_set2 == 2'b11) br_load_init_val <= 8'h15;  
    end
  end
endmodule
`timescale 1ns/1ps
module rs485_tx
(
  bclk, 
  reset, 
  tx_din, 
  tx_cmd, 
  tx_start,
  tx_ready, 
  txd
);
  input           bclk;
  input           reset;
  input           tx_cmd;
  input  [7:0]    tx_din;
  output reg      tx_start;
  output reg      tx_ready;
  output reg      txd;
  parameter [3:0] Lframe  = 8;
  parameter [2:0] s_idle  = 3'b000;
  parameter [2:0] s_start = 3'b001;
  parameter [2:0] s_wait  = 3'b010;
  parameter [2:0] s_shift = 3'b011;
  parameter [2:0] s_stop  = 3'b100;
  parameter [2:0] s_ready = 3'b101;
  reg  [2:0]    state;
  reg  [3:0]    cnt;
  reg  [3:0]    dcnt;
  always @(negedge reset or posedge bclk) 
  begin
      if(!reset) 
      begin
          state    <= s_idle;
          cnt      <= 4'b0;
          tx_ready <= 1;
          txd     <= 1;
		  tx_start <= 1'b0;
		  dcnt   <= 4'b0;
      end
      else 
      begin
          case(state)
          s_idle: 
          begin
              tx_ready <= 1;
              cnt <= 0;
              txd <= 1'b1;
			  tx_start <= 0;
              if(tx_cmd == 1'b1)
			  begin
                  state <= s_start;
				  tx_ready <= 0;
			  end
              else
                  state <= s_idle;
          end
          s_start: 
          begin
              txd <= 1'b0;
			  tx_start <= 1;
              state <= s_wait;
          end
          s_wait: 
          begin
              if(cnt == 4'b1110) 
              begin
                  cnt <= 0;
                  if(dcnt == Lframe) 
                  begin
                      state <= s_stop;
                      dcnt  <= 0;
                      txd <= txd;
                  end
                  else  
                  begin
                      state <= s_shift;
                      txd  <= txd;
                  end
              end
              else 
              begin
                  state <= s_wait;
                  cnt <= cnt + 1;
              end
          end
          s_shift: 
          begin
              txd <= tx_din[dcnt];
              dcnt <= dcnt + 1;
              state <= s_wait;
          end
          s_stop: 
          begin
              txd     <= 1'b1;
              if(cnt == 4'b1111) 
              begin
                  state <= s_ready;
                  cnt   <= 0;
              end
              else 
              begin
                  state <= s_stop;
                  cnt <= cnt + 1;
              end
          end
		  s_ready: 
          begin
              txd     <= 1'b1;
			  state <= s_idle;
          end
          default:
          begin
              state    <= s_idle;
              cnt      <= 0;
              txd     <= 1;
          end
          endcase
      end
  end
endmodule
==> flow/run.sh <==
#!/bin/bash
# OpenROAD 26Q1-2900-gdf79404cd8, Yosys 0.63+post, stock flow scripts
make -C /OpenROAD-flow-scripts/flow DESIGN_CONFIG=/design/flow/config.mk WORK_HOME=/design/flow/orfs finish
==> flow/config.mk <==
export PLATFORM = sky130hd
export DESIGN_NAME = rs485_top
export DESIGN_NICKNAME = rs485_top
export VERILOG_FILES = /design/flow/design.v
export SDC_FILE = /design/flow/constraint.sdc
export NUM_CORES = 4
export LEC_CHECK = 1
export CORE_UTILIZATION = 40
==> flow/constraint.sdc <==
current_design rs485_top

set clk_period 3.2
set clk_io_pct 0.2

create_clock -name clk0 -period $clk_period [get_ports {clock}]

set non_clock_inputs [all_inputs -no_clocks]
set_input_delay [expr $clk_period * $clk_io_pct] -clock clk0 $non_clock_inputs
set_output_delay [expr $clk_period * $clk_io_pct] -clock clk0 [all_outputs]
==> Changelog: implementation <==
### Changed

* Filler cell count at about 930
* Initial antenna violation count at 0
* Worst Path Max Fanout at 2
* Drt total wl at 7.569 mm
* Tightest Hold Check Type: register to register
* F_max at 424.6 MHz
* Reg2Reg Capture Point: inst_rs485_rx.num[2]
* Global Route Usage Sum at 0.1503
* Leak at 2.116 nW
* Worst R2R Setup Slack at between 1 and 1.5 ns
* Antenna Nets Post-Route at 0
* Critical Path Sink Type: output port
* Max cap viols at 0
* Routed vias/inst at 5.115
* IO buf count at 25
* Yosys chip area at 4298 sq um
* Post-Synth XOR/XNOR Area at 0.03435
* Synthesized area at roughly 4300 sq um
* Combinational Power Share at 0.111
* RR Startpoint: inst_rs485_rx.dcnt[0]
* Final setup TNS at 0 ns
* Final-report hold violation count at 0
* Latency at later pin at between 0.6 and 0.7 ns
* Min Hold Slack at 0.3512 ns
* R2R depth at 7
* Post-CTS Setup Inserts at 0
* Die Span X at ~110 microns
* Share of power burned in registers at 0.506
* Ys cells at between 400 and 500
* Ys Warns at 12
* Min Tclk post-route at 2.355 ns
* Adder Area Share at 0.04658
* OpenROAD warning count at 34
* CORE AREA at just over 10000 sq um
* Top_reg_cell synth: dfrtp_1
* First-pass GRT wire length at roughly 13 mm
* Congestion Overflow GR at 0
* Clock Skew at slightly above 0.04 ns
* Outcome: completed
* Share of layout cells above drive strength 1 at 0.1403
* Clock Pin Slew Worst Setup and Hold Paths at about 0.08 ns
* Num ports at 34
* Iter 0 DRT Violations at about 150
* Cycle use final at 0.7360
* DR vias at about 3000
* Area fraction in compound gates at 0.1386
* RePlAce Congestion at roughly 0.86
* DIE AREA at around 11000 sq um
* Pre-Repair DR Iteration Count at 4
* Switching part of the total at 0.2494
* Ant. Diodes at 0
* Setup ws final at 0.8447 ns
* Simple-Gate Fraction of Synth Area at 0.1665
* FF/Latch Area at between 2000 and 2500 sq um
* Hold path depth at 0
* Largest register FFs at 9
* Mean area per synthesized cell at around 10 sq um
* Internal power at 1.222 mW
* Clk network pwr share at 0.382
* Die Ht at 105.7 microns
* Endpoints failing setup at 0
* Worst-Margin Slew at approximately 0.59 ns
* Pre-CTS setup slack at between 1 and 1.5 ns
* Drt drc at 0
* Mux area share at 0.04396
* Hold Crit Start: pin_br_val_set1[0]
* Sw Pwr at between 0.4 and 0.5 mW
* HPWL Detailed at 5.292 mm
* CP startpoint kind: register
* Final Slew Violations at 0
* Top logic family: simple AND/OR/NAND/NOR gates
* Unrepaired setup endpoints after global routing: no
* Fraction of registers with async set/reset at 1.000
* Seq share, synth at 0.5162
* Peak VDD IR at roughly 0.0003 V
* Gate Count Post-Synth at about 410
* CTS tree: done
* Rows at 37
* Synth cell types at 61
* Largest reg by FF count: tx_cmd_cnt
* Yosys reg bits at ~88
* Area Overhead vs Synth at 14.67%
* Pin count of the biggest net entering global routing at roughly 48
* PwrDens at between 300 and 400 nW/um^2
* Vias in the first global route at around 3000
* Hold Path End: pin_br_val_set2[0]
* Post-CTS Resized at 0
* Pre-Place Util at 0.4145
* Combinational Area at between 1500 and 2000 sq um
* EDFF count, synth at 0
* Setup Crit Path Kind: register to output port
* Rel. slew slack at 0.6063
* Critical Path RT at 2.56 ns
* Critical path data arrival time at 1.72 ns
* Drt wl/cell at around 13 microns
[layout by cell type (no fill, tap or decap), types with 3 or more instances in the layout]
master and instances:
o22ai_1 5, nand2b_1 4, nor2_1 31, a32o_1 5, a31oi_1 3, a21oi_1 14, conb_1 8, nor2b_1 7
o21ai_0 38, or4b_1 3, xnor2_1 5, or3_1 5, dfstp_2 13, mux2_2 11, a21boi_0 3, nor3_1 3
nand4_1 7, nand2_1 42, clkdlybuf4s50_1 24, dfrtp_1 75, xor2_1 10, inv_1 27, clkbuf_8 17, ha_1 16
nand3_1 19, a21o_1 5
[worst max path at each step]
stage,from,to,slack [ns],cells after the start
final,rx_ready_bc_reg[1],rx_ready,0.84,2
after global routing,rx_ready_bc_reg[1],rx_ready,0.77,2
after CTS,rx_ready_bc_reg[1],rx_ready,0.81,2
[metal layers]
metal | routed length, microns | global-route usage | part of all wire | vias up
met3 | 233 | 0.03155 | 0.031 | 6
met4 | 48 | 0.01984 | 0.0063 | 0
met1 | 3832 | 0.2447 | 0.51 | 1460
met5 | 0 | 0 | 0 | -
li1 | - | - | - | 1486
met2 | 3454 | 0.2208 | 0.46 | 40
[cell usage after synthesis, types with 4 or more instances]
cell      instances  area (sq um)
a32o_1            5         50.05
a21oi_1          14         70.07
buf_4            10         75.07
nand4_1           7         43.79
dfrtp_1          75          1877
nor2b_1           7         43.79
o22ai_1           5         31.28
xor2_1           10         87.58
inv_1            27         101.4
a21o_1            5         37.54
mux2_2           11         123.9
dfstp_2          13         341.6
xnor2_1           5         43.79
o21ai_0          38         190.2
nand2_1          42         157.7
nand3_1          19         95.09
nor2_1           31         116.4
or3_1             5         31.28
ha_1             16         200.2
nand2b_1          4         25.02
[worst max-delay path, cell delays in order (launching register included)]
cell and delay (ns):
dfstp_2 0.53, nor2b_1 0.12, clkdlybuf4s50_1 0.46
[cells by family (layout without fill, tap and decap cells)]
group | after synthesis | count (layout)
flip-flops | 88 | 88
AND-OR/OR-AND | 92 | 92
adder cells (fa/ha/maj) | 16 | 16
buffers and inverters | 45 | 75
other | 1 | 8
AND/OR/NAND/NOR | 139 | 139
XOR/XNOR | 16 | 16
multiplexers | 15 | 15
[timing repair]
action | 4_1_cts | 5_1_grt
endpoints found under the hold margin | 10 | 0
endpoints found under the setup margin | 0 | 0
hold buffers | 1 | 0
[power by group through the flow]
stage / clock, mW / sequential, mW / combinational (mW)
5_1_grt: 0.677 / 0.835 / 0.211
6_report: 0.623 / 0.824 / 0.181
4_1_cts: 0.647 / 0.823 / 0.186
[per-stage QoR]
stage                     total power, mW  area [sq um]    util  cells
after global placement              1.037          4636  0.4470    563
final                               1.628          4928  0.4753    585
after floorplan                    0.9687          4324       -    419
after global routing                1.723          4928  0.4753    585
after detailed placement            1.039          4636  0.4470    563
after CTS                           1.656          4928  0.4753    585
[layout make-up]
class | count | share of cell area
clock buffers | 17 | 0.04747
clock inverters | 4 | 0.009901
inverters | 27 | 0.02056
multi-input cells | 286 | 0.3811
flip-flops and latches | 88 | 0.4501
well taps | 136 | 0.03453
repair buffers | 27 | 0.05636
Power figures rest on the tool's default switching activity, not on a simulated workload.
